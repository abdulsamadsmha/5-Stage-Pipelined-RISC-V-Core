$ cat ./design.v
`timescale 1ns / 1ps
module data_memory(input [31:0]ALUResultM, input [31:0] WriteDataM,input clk,
output [31:0]RD, input MemWriteM
    );
    reg [31:0] data_mem [0:63];
    integer i;
    initial begin
        for (i = 0; i < 64; i = i + 1) begin
            data_mem[i] = 32'h00000000;
        end
    end
    always @ (posedge clk) begin
    if (MemWriteM)begin
    data_mem [ALUResultM[7:2]] <= WriteDataM;
    end
    end
    assign RD = data_mem [ALUResultM[7:2]] ;
endmodule
$ cat ./run.sh
#!/bin/bash
# OpenROAD 26Q1-2900-gdf79404cd8, Yosys 0.63+post, stock flow scripts
make -C /OpenROAD-flow-scripts/flow DESIGN_CONFIG=/design/flow/config.mk WORK_HOME=/design/flow/orfs finish
$ cat ./config.mk
export PLATFORM = sky130hd
export DESIGN_NAME = data_memory
export DESIGN_NICKNAME = data_memory
export VERILOG_FILES = /design/flow/design.v
export SDC_FILE = /design/flow/constraint.sdc
export NUM_CORES = 4
export LEC_CHECK = 1
export CORE_UTILIZATION = 50
$ cat ./constraint.sdc
current_design data_memory

set clk_period 40.2
set clk_io_pct 0.2

create_clock -name clk0 -period $clk_period [get_ports {clk}]

set non_clock_inputs [all_inputs -no_clocks]
set_input_delay [expr $clk_period * $clk_io_pct] -clock clk0 $non_clock_inputs
set_output_delay [expr $clk_period * $clk_io_pct] -clock clk0 [all_outputs]
==> summary.txt <==
Notes on the physical implementation.

- The average wire per cell in the routed design is 32.0 µm, for reference.
- The total overflow left after global routing is 0.
- The leakage power is 28.2 nW, for reference.
- The highest clock rate this design can be run at is 0.0470 GHz.
- The timing report attributes the biggest portion of critical-path delay to buffers and inverters.
- The endpoint kind of the worst setup timing path is an output pin, for reference.
- In the synthesis report, Yosys lists the chip area as 78,300 µm².
- The flip-flop and latch count after synthesis is 2,048, for reference.
- In this run, distinct cell masters in the synthesized netlist total 55.
- The via count of the first global-routing pass is 43,237.
- Per the finish-stage timing summary, setup violations number 0.
- The transition time recorded at the tightest slew-check pin is 1.10 ns.
- The cell chosen for the clock root is clkbuf_16, for reference.
- Setup repair after global routing left no endpoint under its margin.
- In the post-route report, total wirelength is listed as 210,000 µm.
- The share of the yosys chip area belonging to registers is 78.6%, for reference.
- The clock network fraction of design power is 40.5%, for reference.
- The count of warning messages emitted by the tools is 52, for reference.
- Summing every instance area after synthesis gives 78,300 µm².
- The number of cell instances after yosys synthesis is 4,207, for reference.
- The share of the clock period used by the worst path is 52.9%, for reference.
- The hold path startpoint is WriteDataM[12], for reference.
- The worst setup slack after layout is 18.92 ns, for reference.
- The first global-routing pass estimated 303,000 µm of wire.
- The highest net fanout along the worst path is 53, for reference.
- Across the run, the number of max-cap violations was 0.
- The design internal power is 3.43 mW, for reference.
- The CTS log lists the clock sinks for this run as 2,048.
- The quantity of I/O buffers inserted on ports is 71, for reference.
- The initial core utilization is 50.6%, for reference.
- Leaving out filler cells and counting taps, the final layout contains 6,580.
- The largest net degree at the start of global routing is 89, for reference.
- In this run the count of I/O pins placed on the die edge is 98.
- Before antenna repair, the detailed router went through 7 iterations.
- The smallest clock period supported by the final layout is computed as 21.28 ns.
- The worst hold slack is 7.54 ns, for reference.
- The final number of hold-violating endpoints is 0, for reference.
- The count of buffers added by post-CTS timing repair for setup is 0, for reference.
- Counting instances, the worst hold path has a depth of 1.
- The standard cell core area is 155,000 µm², for reference.
- The via count is 41,604, for reference.
- The final max-slew violation count recorded for this run is 0.
- The switching component of the power was reported as 947 µW.
- The post-place setup slack is 19.01 ns, for reference.
- The violation tally from detailed-route iteration zero is 2,987, for reference.
- The clock slew at the register clock pins of the worst setup and hold paths is 0.06 ns, for reference.
- The category of the critical setup timing path is input port to output pin, for reference.
- The layout summary lists the proportion of cells stronger than drive strength 1 as 17.8%.
- The synthesis-to-finish area growth is 12.8%, for reference.
- The post-cts sizing count is 0, for reference.
- The combinational cell area excluding buffers and inverters is 16,000 µm², for reference.
- The cts-stage hold buffer count is 0, for reference.
- The async set-reset flop share out of synthesis is 0%, for reference.
- The most common flop cell mapped by yosys is edfxtp_1, for reference.
- The number of vias per cell after detailed routing is 6.32, for reference.
- In this design, the critical path's most frequently occurring cell is buf_4.
- The path with the worst hold slack has its endpoint at data_mem[33][12].
- For the final routed database, the setup TNS stands at 0 ns.
- The data arrival time of the critical path is 13.24 ns, for reference.
- The final power report lists total power as 4.38 mW.
- The final routed DRC violation total is 0, for reference.
- The number of placed cells counting well taps is 6,206, for reference.
- The sum of buffers and inverters on the critical path is 6, for reference.
- The floorplan step set the die height to 398 µm.
- The die outline width is 398 µm, for reference.
- The startpoint of the most critical setup path is ALUResultM[2], for reference.
- The number of buffers created by CTS is 204, for reference.
- The initialized floorplan defines 144 standard-cell rows.
- The category of the worst setup path launch point is an input port, for reference.
- Counting along the longest clock path gives a buffer depth of 3.
- The yosys synthesis warning count is 1, for reference.
- The final layout report lists a filler cell count of 11,313.
- Across the whole layout, storage elements account for 61,500 µm².
- The total routing resource utilization after global routing is 30.3%, for reference.
- The critical path goes through buf_8 -> buf_4 -> buf_4 -> nor2b_4 -> buf_4 -> buf_4 -> a221oi_1 -> nor2_1 -> o21ai_0 -> o221ai_1 -> or4_1 -> clkdlybuf4s50_1.
- The post-route antenna net violation count is 0, for reference.
- The synthesized netlist cell count is 4,207, for reference.
- The synthesized area per cell is 18.6 µm², for reference.
- The congestion estimate from routability-driven global placement came to 0.908.
- The register with the most flip-flops in the layout has 2,048 of them.
- The H-tree was split into 4 levels.
- The delay of the slowest cell on the worst path is 0.71 ns, for reference.
- Per the slew report, the remaining headroom to the max-slew limit stands at 24.9%.
- The post-synth tally of flip-flops with integrated enable is 2,048, for reference.
- TritonCTS built the clock tree.
- The largest individual stage delay along the critical path comes from the cell buf_4.
- The number of antenna violations at the first check in global routing is 11.
- STA puts the critical path data required time at 32.16 ns.
- The run finished with clean final reports.
- In the placement report, post-DP HPWL is listed as 119,000 µm.
- In this run, the combinational gates consume 5.5% of the power.
- The worst vdd rail ir drop is 0.0436 mV, for reference.
- The power per standard cell area is 49.6 nW/µm², for reference.
- Registers are responsible for 54.0% of the overall power.
- The script computed the net switching share of total power as 21.6%.
- In this run the full chip footprint comes out at 158,000 µm².
- The type of the most critical hold path is input port to flip-flop, for reference.
metal layers:
metal | GRT usage, % | routed length, µm | vias to the layer above
met5 | 1.33 | 375 | -
met4 | 4.83 | 4300 | 18
met3 | 24.3 | 39300 | 326
met2 | 41.4 | 95100 | 2522
met1 | 41.7 | 71400 | 20839
li1 | - | - | 17899
power by group through the flow:
stage / logic, mW / registers [mW] / clock network (mW)
after CTS: 0.240 / 2.37 / 1.80
after global routing: 0.258 / 2.37 / 1.88
final: 0.240 / 2.37 / 1.77
cell type report:
type                       count  share of cell area, %
sequential                  2048                   69.7
antenna                        4                 0.0113
inverter                       2                 0.0170
clock inverter               110                  0.907
clock buffer                 260                   6.12
timing repair buffer         253                   2.22
multi-input combinational   1859                   18.2
tap                         2044                   2.90
worst max path at each step:
stage / cells past startpoint / to
after CTS: 12 / RD[1]
after global routing: 12 / RD[1]
final: 12 / RD[1]
kinds of logic (layout without fill, tap and decap cells):
logic type	Yosys count	in the layout	synth area share, %
other	0	4	0
AND-OR/OR-AND	933	933	8.73
buffers and inverters	300	625	1.70
flip-flops	2048	2048	78.6
AND/OR/NAND/NOR	424	424	2.83
multiplexers	502	502	8.19
synth_stat cells (70+ instances only):
cell / instances / share of area (%)
a21oi_1: 121 / 0.77
edfxtp_1: 2048 / 79
mux4_2: 96 / 2.8
mux2_2: 147 / 2.1
buf_2: 83 / 0.53
mux2i_1: 259 / 3.3
o21ai_0: 84 / 0.54
a221oi_1: 175 / 2.0
clkbuf_1: 168 / 0.81
a22oi_1: 188 / 1.8
o22a_1: 70 / 0.78
o22ai_1: 93 / 0.74
and3_1: 85 / 0.68
nor2_1: 145 / 0.70
placed cells by master, fill, tap and decap left out, types with 27 or more instances in the layout:
cell and count:
mux2_2 147, buf_4 180, nor2_4 67, a22o_1 66, clkinv_2 29, clkinv_1 59
mux4_2 96, a221oi_1 175, a22oi_1 188, buf_2 32, nor2_1 77, and3_1 85
clkdlybuf4s50_1 36, o21ai_0 84, a21oi_1 121, clkbuf_16 208, mux2i_1 259, edfxtp_1 2048
clkbuf_1 52, o22a_1 70, nand3_1 53, a31oi_1 43, nand2_1 27, o22ai_1 93
stage by stage:
step           utilization, %  area (µm²)
5_1_grt                  57.0       88300
2_1_floorplan               -       78300
6_report                 57.0       88300
3_3_place_gp             53.0       82100
3_5_place_dp             53.0       82100
4_1_cts                  57.0       88300
Power figures rest on the tool's default switching activity, not on a simulated workload.
