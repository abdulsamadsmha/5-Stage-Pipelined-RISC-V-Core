`flow/config.mk`:
```
export PLATFORM = sky130hd
export DESIGN_NAME = MEM_WB
export DESIGN_NICKNAME = MEM_WB
export VERILOG_FILES = /design/flow/design.v
export SDC_FILE = /design/flow/constraint.sdc
export NUM_CORES = 4
export LEC_CHECK = 1
export CORE_AREA = 10 10 241 241
export DIE_AREA = 0 0 251 251
```
`flow/constraint.sdc`:
```
current_design MEM_WB

set clk_period 1.0
set clk_io_pct 0.2

create_clock -name clk0 -period $clk_period [get_ports {clk}]

set non_clock_inputs [all_inputs -no_clocks]
set_input_delay [expr $clk_period * $clk_io_pct] -clock clk0 $non_clock_inputs
set_output_delay [expr $clk_period * $clk_io_pct] -clock clk0 [all_outputs]
```
`flow/design.v`:
```
`timescale 1ns / 1ps 
module MEM_WB(input clk,input RegWriteM ,input [1:0]ResultSrcM,input [31:0]ALUResultM, 
input [31:0]ReadDataM,input [31:0]PCPlus4M,output reg RegWriteW , input Valid_M,
input [31:0] PCM,input [31:0] InstrM,input  MemWriteM,input [31:0] WriteDataM,
output reg [1:0]ResultSrcW,output reg [31:0]ALUResultW, 
output reg [31:0]ReadDataW,output reg[31:0]PCPlus4W ,input[4:0] RdM,output reg  [4:0]RdW,
input rst,output reg Valid_W,output reg [31:0] PCW,output reg [31:0] InstrW,output reg MemWriteW 
 ,output reg [31:0] WriteDataW
    ); 
    always @ ( posedge clk)begin 
    if (rst)begin
    RegWriteW <= 1'b0; 
    ResultSrcW <= 2'b0; 
    ALUResultW <= 32'b0; 
    ReadDataW <= 32'b0; 
    PCPlus4W <= 32'b0;
    RdW <= 5'b0;   
    Valid_W <= 1'b0;
    PCW <= 32'b0;
    InstrW <= 32'b0;
    MemWriteW <= 1'b0;
    WriteDataW <= 32'b0;
    end else begin  
    RegWriteW <= RegWriteM; 
    ResultSrcW <= ResultSrcM; 
    ALUResultW <= ALUResultM; 
    ReadDataW <= ReadDataM; 
    PCPlus4W <= PCPlus4M;
    RdW <= RdM;   
    Valid_W <= Valid_M;
    PCW <= PCM;
    InstrW <= InstrM;
    MemWriteW <= MemWriteM;
    WriteDataW <= WriteDataM;
    end 
    end
endmodule 
```
`flow/run.sh`:
```
#!/bin/bash
# OpenROAD 26Q1-2900-gdf79404cd8, Yosys 0.63+post, stock flow scripts
make -C /OpenROAD-flow-scripts/flow DESIGN_CONFIG=/design/flow/config.mk WORK_HOME=/design/flow/orfs finish
```
==> reports/summary.txt <==
H-tree levels: 1
XOR/XNOR share of the synthesized area: 0%
First-pass DRT Iterations: 3
Adder Share, Synth: 0%
yosys simple share: 23.3%
Post-DP HPWL: 18400 microns
Fin. Hold Viols: 0
fin area: 10400 sq um
Final GP Congestion: 0.828
WP buf/inv: 1
Post-DP Area: 10500 sq um
Async SR Flop Fraction: 0%
Synth area leader: dfxtp_1
clock share of power: 46.7%
Post-Synthesis Cells: 426
Initial DRC Count: 67
max-slew violations: 0
Chip Area: 63000 sq um
MUX area fraction: 0%
clock sink count: 202
CP required: 0.80 ns
count of cell types in the netlist: 4
Worst Max-Slew Pin Slew: 0.243 ns
startpoint types: register
CTS Root Cell: clkbuf_16
yosys warns: 1
syn avg cell area: 12.7 sq um
OpenROAD warnings: 27
vias after detailed routing: 4460
fmax: 794 MHz
FP Rows: 84
CTS Buf Count: 24
Final ANT Viol Nets: 0
antenna violations before repair: 3
Post-Syn Area: 5420 sq um
area grow syn2layout: 92.9%
setup TNS: -26.07 ns
layout cells sized above 1: 35.1%
Max VDD drop: 1440 uV
Die Ht: 251 microns
HP Class: input pin to register
yosys cell count: 426
Cell Int Power: 0.0153 W
period utilization: 126%
Top logic family: simple AND/OR/NAND/NOR gates
Tmin final: 1.26 ns
yosys aoi share: 0%
register share after synthesis: 74.7%
Cell area leaders: dfxtp_1 75%, nor2b_1 23%, buf_2 1.8%
CP max stage delay: 0.42 ns
sw power: 0.00406 W
critical path class: register to output port
failing checks: negative setup slack
combinational share of power: 8.9%
GRT overflow: 0
fp_density: 10.3%
CTS clk-pin slew, worst paths: 0.06 ns
top_reg_cell synth: dfxtp_1
first-pass GRT wire length: 32300 microns
kind of cell adding the most delay to the critical path: flip-flops
Place WS: -0.366 ns
Setup crit end kind: output port
RSZ-0062 raised after global routing: true
Post-route DRC: 0
critical path peak fanout: 1
Leakage Power: 4.47 nW
Pwr Density: 1860 nW/um^2
die width: 251 microns
Commonest cells post-synth: 202 x dfxtp_1, 202 x nor2b_1, 20 x buf_2
Seq cells post-synth: 202
max-cap viol count: 0
clock buffer depth: 3
fill cell count: 5711
relative slew slack: 83.8%
yosys synthesis chip area: 5420 sq um
Buffers on Ports: 405
largest net degree at the start of global routing: 32
Diodes inserted: 0
WL/cell: 14.4 microns
Net Sw Frac: 20.9%
Post-synth EDFFs: 0
crit-path cells: buf_6
CTS tree: yes
placed cell count: 1524
fin util: 19.8%
DR vias/cell: 2.84
Data arrival, critical path: 1.06 ns
final std cells w/o fill: 1568
vias in the first global route: 4895
io pins: 406
outcome: finished, violations left
slowest stage cell, crit path: dfxtp_4
setup violators final: 202
Core Area: 52700 sq um
Largest type area fraction: 74.7%
Sequential Power Share: 44.4%
Final WS setup: -0.259 ns
GRT Overall Usage: 6.87%
final wirelength: 22600 microns
-- power groups by stage --
| stage | Sequential, W | Clock [W] | Combinational, W |
|---|---|---|---|
| 6_report | 0.00861 | 0.00906 | 0.00174 |
| 5_1_grt | 0.00865 | 0.00974 | 0.00192 |
| 4_1_cts | 0.00862 | 0.00946 | 0.00179 |
-- final cells by class --
cell class	instances	area (sq um)	area share (%)
Sequential cell	202	4110	39.3
Timing Repair Buffer	433	3370	32.3
Multi-Input combinational cell	202	1260	12.1
Tap cell	688	861	8.24
Clock buffer	34	729	6.98
Clock inverter	9	114	1.09
-- routing by layer --
layer  part of all wire [%]  up-vias  track usage, %
met4                    2.4        2            1.39
met1                     39     1959            7.97
met2                     44      303            10.8
met3                     15       37            4.02
li1                       -     2159               -
met5                  0.066        -               0
-- stage by stage --
step                      hold WS, ns  total power [W]
after floorplan                 0.328          0.00902
after global placement          0.478           0.0110
after detailed placement        0.481           0.0110
after CTS                      0.0708           0.0199
after global routing           0.0917           0.0203
final                          0.0938           0.0194
-- state kept, by name (all words and copies together), names as in the netlist --
| register | cells |
|---|---|
| ALUResultW | 32 |
| InstrW | 32 |
| PCPlus4W | 32 |
| PCW | 32 |
| ReadDataW | 32 |
| WriteDataW | 32 |
| RdW | 5 |
| ResultSrcW | 2 |
| MemWriteW | 1 |
| RegWriteW | 1 |
| Valid_W | 1 |
-- timing repair --
item	CTS	global route
setup buffers	0	0
gates cloned	0	0
endpoints found under the setup margin	202	202
resized	707	8
endpoints found under the hold margin	6	0
hold buffers	1	0
-- final timing paths --
path / cells after the start / from / slack [ns] / to
setup / recovery: 1 / PCW[1] / -0.26 / PCW[1]
hold / removal: 3 / rst / 0.09 / InstrW[2]
-- kinds of logic after synthesis --
family                 count (synthesis)
buffers and inverters                 22
DFF                                  202
and+or+nand+nor                      202
-- layout by cell type, fill, tap and decap left out --
master           count
bufinv_16            2
clkbuf_1             2
clkbuf_8             7
buf_12               5
buf_2              194
clkinv_4             3
clkinv_2             1
clkdlybuf4s50_1    202
buf_6                9
nor2b_1            202
dlygate4sd3_1        1
dfxtp_4              7
clkbuf_16           25
buf_4               22
clkinvlp_4           3
dfxtp_2             31
dfxtp_1            164
No activity file was given, so power comes from the tool's default toggle rates.
