==> flow/design.v <==
`timescale 1ns / 1ps
module csr_file(
  input         clk,
  input         rst,
  input  [11:0] csr_addr,
  output reg [31:0] csr_rdata,
  input  [31:0] csr_wdata,
  input         csr_we,
  output [31:0] mepc_o,
  output [31:0] mtvec_o,
  output [31:0]mstatus_o,
  input trap_set,
  input mret_set,
  input [31:0] trap_mepc,
  input [31:0] trap_mtval,
  input [31:0] trap_mcause
);
  reg [31:0] mscratch;          
  reg [31:0] mstatus;
  reg [31:0] mie;
  reg [31:0] mtvec;
  reg [31:0] misa;
  reg [31:0] mepc;
  reg [31:0] mcause;
  reg [31:0] mtval;
  reg [31:0] mhartid;
  assign mepc_o = mepc;
  assign mtvec_o = mtvec;
  assign mstatus_o = mstatus;
  always@(*) begin
  case(csr_addr)
  12'h300:csr_rdata = mstatus;
  12'h301:csr_rdata = misa;
  12'h304:csr_rdata = mie;
  12'h305:csr_rdata = mtvec;
  12'h340:csr_rdata = mscratch;
  12'h341:csr_rdata = mepc;
  12'h342:csr_rdata = mcause;
  12'h343:csr_rdata = mtval;
  12'hf14:csr_rdata = mhartid;
    default: csr_rdata = 32'h0;
  endcase
  end
  always @(posedge clk) begin
    if (rst) begin
      mscratch <= 32'h0;
      mstatus <= 32'h0;
      misa <= 32'h40000100;
      mie <= 32'h0;
      mtvec <= 32'h0;
      mepc <=32'h0;
      mcause <=32'h0;
      mtval <= 32'h0;
      mhartid <=32'h0;
      end
      else if (trap_set)begin
      mepc <= trap_mepc;
      mtval <= trap_mtval;
      mcause <= trap_mcause;
      mstatus[7] <= mstatus[3];
      mstatus[3] <= 0;
      mstatus[12:11] <= 2'b11;
      end
      else if (mret_set)begin
      mstatus[3] <= mstatus[7];
      mstatus[7] <= 1'b1;
      end
    else if (csr_we) begin
    case(csr_addr)
    12'h300:{mstatus[3],mstatus[7],mstatus[12:11]}<={csr_wdata[3],csr_wdata[7],2'b11};
  12'h304:mie <= csr_wdata;
  12'h305:mtvec <={ csr_wdata[31:2],2'b00};
  12'h340:mscratch <= csr_wdata;
  12'h341:mepc <= {csr_wdata[31:2],2'b00};
  12'h342:mcause <= csr_wdata;
  12'h343:mtval <= csr_wdata;
    endcase
    end
  end
endmodule
==> flow/run.sh <==
#!/bin/bash
# OpenROAD 26Q1-2900-gdf79404cd8, Yosys 0.63+post, stock flow scripts
make -C /OpenROAD-flow-scripts/flow DESIGN_CONFIG=/design/flow/config.mk WORK_HOME=/design/flow/orfs finish
==> flow/config.mk <==
export PLATFORM = sky130hd
export DESIGN_NAME = csr_file
export DESIGN_NICKNAME = csr_file
export VERILOG_FILES = /design/flow/design.v
export SDC_FILE = /design/flow/constraint.sdc
export NUM_CORES = 4
export LEC_CHECK = 1
export CORE_UTILIZATION = 40
==> flow/constraint.sdc <==
current_design csr_file

set clk_period 7.4
set clk_io_pct 0.2

create_clock -name clk0 -period $clk_period [get_ports {clk}]

set non_clock_inputs [all_inputs -no_clocks]
set_input_delay [expr $clk_period * $clk_io_pct] -clock clk0 $non_clock_inputs
set_output_delay [expr $clk_period * $clk_io_pct] -clock clk0 [all_outputs]
==> flow_summary.ini <==
; flow metrics
[yosys]
ys_cells = 1158
synthCells = 1158
synth_area_per_cell_um2 = 8.54
async_reset_ff_frac = 0
ys.flop_type = dfxtp_1
ys_warn_count = 1
yosys-stat-area_um2 = 9890
yosys.stat.seqShare = 0.390
synth_cell_types = 43
numSynthFlops = 193
syn-cell-area_um2 = 9890
edf_count = 0

[die]
ios = 273
dieWidth_um = 159
initCoreUtil = 0.407
core.rowCount = 57
die_y_um = 159
core-area_um2 = 24300
chipArea_um2 = 25400

[pwr]
finalPower_w = 0.00236
cellPowerDensity_nw_per_um2 = 183
vdd_drop_max_v = 0.000163
p_leak_nw = 4.60

[sta]
timing.final.ws_setup_ns = 1.10
setup_viol = 0
drv_slew = 0
clock.fmax_mhz = 159
hold_viol = 0
fin_crit_sh = 0.851
max_slew_margin = 0.304
rsz0062_at_grt = no
timing.setup.tns_ns = 0
worstMarginPinSlew_ns = 1.04
finClkSkew_ns = 0.0000995
fin_crit_ns = 6.30

[clocking]
clk_pin_slew_ns = 0.07
cts-resized-gates = 0
postCtsHoldBufs = 0
cts_tree = built
clock_latency_ns = 0.42
htree_num_levels = 4
ctsRootBufferMaster = clkbuf_16
postCtsSetupBuffers = 0
clk_path_buf_depth = 2
cts_buffers = 17
clock_sinks = 193

[route]
wl_met1_um = 14300
ant_nets = 0
drt-pass1-iter-count = 5
route.detailed.drc = 0
num_vias = 8916
wl_um = 30500
drt-wirelength-per-cell_um = 18.3
drt_iter0_markers = 538
viasPerCell = 5.36
met3_length_um = 1430
wl_met2_um = 14300
top_layer = met5

[layout]
lay_top_count = clkdlybuf4s50_1
final_cell_mix = clkdlybuf4s50_1 (238), nand2_1 (193), dfxtp_1 (193), nor3_1 (95), nor2b_1 (94)
syn2layout_area_growth_pct = 30.4
drive_above_1_share = 0.0724

[global_routing]
antenna_found_initial = 2
gr-total-overflow = 0
track_usage = 0.247
grt_max_degree = 101
grt_pass1_wl_um = 48100
grt_pass1_vias = 8531

[critical_path]
crit_type = input pin to output port
crit_fanout = 16
crit_required_ns = 5.92
rr_worst_depth = 4
reg2reg_slack_ns = 6.36
worst_setup_path_start_kind = input pin
regToRegStartpoint = mstatus_o[3]$_SDFFE_PP0P_
worst_ep_arrival_time_ns = 4.82
r2r-end = mstatus_o[7]$_SDFFE_PP0P_
crit_path_end_kind = output port

[placement]
place_ws_ns = 1.09
dp_hpwl_um = 19900
io_buffers = 242
place.gp.congestion = 0.807

[flow_run]
warnings = 27
max_cap_viol_count = 0

[status]
status = complete, no violations

[hold_path]
min_path_cells = 2
hold_path_end = mie[11]$_SDFFE_PP0P_
hp-class = flip-flop to flip-flop
hp-start = mie[11]$_SDFFE_PP0P_
[cell families after synthesis]
family                 share of synthesized area
AND-OR/OR-AND                              0.121
multiplexers                               0.136
buffers and inverters                     0.0843
flip-flops                                 0.390
AND/OR/NAND/NOR                            0.268
other                                   0.000379
[registers in the layout (all words and copies together), names as in the netlist]
name       flops
mie           32
mstatus_o      3
mscratch      32
mcause        32
mtval         32
mepc          32
mtvec         30
[cell usage after synthesis, drive strengths merged, types with 4 or more instances]
cell type  number  share of area
mux4           28          0.064
nor4           36          0.026
o21ai           4         0.0020
a21oi          67          0.034
a2111oi        61          0.057
nor2b          94          0.059
o22ai          28          0.018
nor3           95          0.048
buf            58          0.040
nand2b          4         0.0025
nand2         194          0.074
inv            34          0.013
clkbuf         84          0.032
nor2           41          0.016
mux2i          68          0.069
dfxtp         193           0.39
nor3b          34          0.026
nand4           5         0.0032
[worst max-delay path: stages]
cell	delay (ns)
clkdlybuf4s50_1	0.47
nor3b_1	0.64
nand4_1	0.97
buf_4	0.54
o22ai_1	0.19
clkdlybuf4s50_1	0.51
[where the power goes]
| part | internal (W) | leakage (nW) | switching [W] | total, W |
|---|---|---|---|---|
| Combinational | 0.000165 | 2.71 | 0.000131 | 0.000296 |
| Clock | 0.000532 | 0.304 | 0.000435 | 0.000968 |
| Sequential | 0.00108 | 1.58 | 0.0000225 | 0.00110 |
[stage by stage]
stage / hold slack (ns) / instance area [um2] / instances / util
floorplan: 0.427 / 10000 / 1187 / -
global placement: 0.438 / 12300 / 1631 / 0.505
detailed placement: 0.445 / 12300 / 1631 / 0.505
CTS: 0.453 / 12900 / 1663 / 0.530
global route: 0.470 / 12900 / 1664 / 0.530
finish: 0.454 / 12900 / 1664 / 0.530
[per-layer routing]
layer,track usage,vias up
li1,-,4412
met1,0.377,4222
met2,0.393,252
met3,0.0340,28
met4,0.0385,2
met5,0,-
[cell type report]
type	count	area, um2
diodes	1	2.50
clock buffers	19	453
clock inverters	13	173
fillers	2222	11400
inverters	34	128
multi-input cells	818	5310
flip-flops and latches	193	3860
well taps	324	405
repair buffers	262	2560
[how the worst max path moves through the flow]
stage | start | to | slack [ns] | cells past startpoint
finish | csr_addr[9] | csr_rdata[4] | 1.10 | 6
global route | csr_addr[9] | csr_rdata[6] | 0.84 | 6
CTS | csr_addr[9] | csr_rdata[4] | 1.08 | 6
Power is estimated from default activity; no workload was simulated.
